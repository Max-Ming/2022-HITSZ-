**design/flow/design.v**
```verilog
module dff8 (
	input wire en,
	input wire [7:0] d,
    input wire clk,
    input wire clr, 
	output reg [7:0] r
);
always @ (posedge clk or posedge clr) begin
    if(clr)
        r <= 8'b00000000;
    else if(en)
        r <= d;
end
endmodule
`timescale 1ns / 1ps
module reg8file (
	input wire [2:0] wsel,
    input wire [2:0] rsel,
    input wire en,
    input wire clk,
    input wire clr,   
    input wire [7:0] d,
	output reg [7:0]q
);
reg [7:0] En;
wire [7:0] r0;
wire [7:0] r1;
wire [7:0] r2;
wire [7:0] r3;
wire [7:0] r4;
wire [7:0] r5;
wire [7:0] r6;
wire [7:0] r7;
always @ (*) begin
	    case (rsel) 
		    3'b000 : q = r0;
			3'b001 : q = r1;
			3'b010 : q = r2;
			3'b011 : q = r3;
			3'b100 : q = r4;
			3'b101 : q = r5;
			3'b110 : q = r6;
			3'b111 : q = r7;
			default : q = 8'b00000000;
		endcase	
        if (en == 1'b1) begin
        En = 8'b00000000;
	    case (wsel)
		    3'b000 : En[0] = 1'b1;
			3'b001 : En[1] = 1'b1;
			3'b010 : En[2] = 1'b1;
			3'b011 : En[3] = 1'b1;
			3'b100 : En[4] = 1'b1;
			3'b101 : En[5] = 1'b1;
			3'b110 : En[6] = 1'b1;
			3'b111 : En[7] = 1'b1;
			default : En = 8'b00000000;
		endcase
	   end
	   else  En = 8'b00000000;
end
dff8 u_dff80(
        .en(En[0]),
        .d(d),
        .clk(clk),
        .clr(clr),
        .r(r0)
   );
   dff8 u_dff81(
        .en(En[1]),
        .d(d),
        .clk(clk),
        .clr(clr),
        .r(r1)
   );
   dff8 u_dff82(
        .en(En[2]),
        .d(d),
        .clk(clk),
        .clr(clr),
        .r(r2)
   );
   dff8 u_dff83(
        .en(En[3]),
        .d(d),
        .clk(clk),
        .clr(clr),
        .r(r3)
   );
   dff8 u_dff84(
        .en(En[4]),
        .d(d),
        .clk(clk),
        .clr(clr),
        .r(r4)
   );
   dff8 u_dff85(
        .en(En[5]),
        .d(d),
        .clk(clk),
        .clr(clr),
        .r(r5)
   );
   dff8 u_dff86(
        .en(En[6]),
        .d(d),
        .clk(clk),
        .clr(clr),
        .r(r6)
   );
   dff8 u_dff87(
        .en(En[7]),
        .d(d),
        .clk(clk),
        .clr(clr),
        .r(r7)
   );
endmodule
```
**design/flow/run.sh**
```bash
#!/bin/bash
# OpenROAD 26Q1-2900-gdf79404cd8, Yosys 0.63+post, stock flow scripts
make -C /OpenROAD-flow-scripts/flow DESIGN_CONFIG=/design/flow/config.mk WORK_HOME=/design/flow/orfs finish
```
**design/flow/config.mk**
```make
export PLATFORM = sky130hd
export DESIGN_NAME = reg8file
export DESIGN_NICKNAME = reg8file
export VERILOG_FILES = /design/flow/design.v
export SDC_FILE = /design/flow/constraint.sdc
export NUM_CORES = 4
export LEC_CHECK = 1
export CORE_UTILIZATION = 40
```
**design/flow/constraint.sdc**
```tcl
current_design reg8file

set clk_period 2.8
set clk_io_pct 0.2

create_clock -name clk0 -period $clk_period [get_ports {clk}]

set non_clock_inputs [all_inputs -no_clocks]
set_input_delay [expr $clk_period * $clk_io_pct] -clock clk0 $non_clock_inputs
set_output_delay [expr $clk_period * $clk_io_pct] -clock clk0 [all_outputs]
```
==> metrics.cfg <==
[logic_synthesis]
yosysSeqAreaShare_pct=52.96
synthDistinctLibCells=26
top_area_share_pct=52.96
yosysCellCount=226
yosys_area_um2=3024
synth_area_leader_cell=dfrtp_1
synth_area_per_cell_um2=13.38
yosysWarningCount=2
synth_cells=226
syn_area_um2=3024
topCellsByArea=dfrtp_1, mux2_2, mux2i_1
ys_seq_elements=64

[hold_path]
hold_path_class=reg -> reg
holdPathStages=1

[critical_path]
rr_worst_depth=1
critPathMaxFanout=8
cp_data_required_time_ns=2.24
start_kind=primary input
critical_path_class=in -> out
cp-end-kind=output pin
ff2ff_setup_slack_ns=2.04
arrival_ns=2.19

[drt]
wl_mm=6.541
wl_per_cell_um=17.44
drtIter0Drc=85
drcViolationCount=0
drt-met1-wl_mm=3.344
vias_per_cell=5.211
ant_nets=0
met3_length_um=108
firstDrtPassIters=4
wl_met2_mm=3.001
topRoutingLayerUsed=met4
dr_total_vias=1954
antenna_cells=0

[final_layout]
area_delta_synth_final_pct=25.32
final_area_um2=3790
regArea_um2=1602
mi_logic_area_um2=1358
drive_above_1_share_pct=40.94
fillCellCount=669

[sta]
hold_violations=0
min_period_ns=2.749
worst_slack_ns=0.05117
rsz0062_at_grt=no
drv_slew=0
tightest_slew_ns=0.7251
fmax_mhz=363.8
period_used_pct=98.17
setup-violations-final=0
skew_ns=0
max-slew-margin-rel_pct=51.40

[power_and_ir_drop]
p_leak_uw=0.001649
max-vdd-ir-drop_mv=0.2776
pwr-share-seq_pct=46.4
p_clk_share_pct=34.9
power_switching_uw=621.2
comb_power_share_pct=18.7
p_total_uw=2637
power_density_nw_per_um2=695.9
sw_frac_of_total_pct=23.55
intPower_uw=2016

[floorplanning]
rows=31
core_area_um2=7292
dieWidth_um=88.95
chipHeight_um=88.95
pin_count=25
fp-utilization_pct=41.47
fp.dieArea_um2=7912

[clock_network]
cts_buffer_depth=2
h-tree-depth=3
tritoncts=yes
clk_pin_slew_ns=0.06
insertion_delay_ns=0.33
clockRootBuffer=clkbuf_8
cts_sinks=64
cts_buffers=9

[place]
postPlaceCellArea_um2=3487
dpl.hpwl_mm=4.092
dp_slack_ns=-0.1130
io_buffers=24
gp_congestion=0.7982

[global_routing]
grt_pass1_vias=1950
grt_antenna_before_repair=0
grt_use_total_pct=19.31
grt_pass1_wl_mm=10.80
grt_max_degree=65
overflow=0

[run_status]
status=complete, no violations

[job]
timing.max_cap.violations=0
warnings=25

## synth_stat cells (all sizes together)
cell / number
clkbuf: 2
nand4: 1
mux2i: 17
a221oi: 1
buf: 10
nand4b: 3
a22o: 3
a211oi: 5
nand2: 11
o22ai: 5
or3: 1
inv: 2
o22a: 4
o21ai: 1
a211o: 3
nor2: 15
mux2: 66
nor3b: 2
nand2b: 5
nor3: 2
dfrtp: 64
a31oi: 3
## cell families after synthesis
| logic type | synth area share [%] |
|---|---|
| buffers and inverters | 2.689 |
| DFF | 52.96 |
| AOI/OAI and AO/OA | 6.248 |
| and+or+nand+nor | 7.903 |
| muxes | 30.20 |
## cell type report
type | count | area share, %
sequential | 64 | 42.26
multi-input combinational | 148 | 35.82
timing repair buffer | 46 | 12.31
clock buffer | 14 | 4.556
tap | 99 | 3.268
clock inverter | 2 | 1.585
inverter | 2 | 0.1981
## through the flow
stage	util, %	TNS, ns	hold slack [ns]	cells
6_report	51.97	0	0.5058	375
4_1_cts	51.85	0	0.5093	375
3_5_place_dp	47.82	-0.7643	0.4924	355
2_1_floorplan	-	0	0.4737	226
5_1_grt	51.97	0	0.5155	375
3_3_place_gp	47.82	-0.8836	0.4823	355
## placed cells by master (no fill, tap or decap), types with 3 or more instances in the layout
| cell | netlist | routed |
|---|---|---|
| nand2_1 | 11 | 10 |
| o22a_1 | 4 | 4 |
| o22ai_1 | 5 | 5 |
| a31oi_1 | 3 | 3 |
| nor2_1 | 15 | 14 |
| mux2_2 | 66 | 66 |
| buf_12 | 0 | 3 |
| clkbuf_8 | 0 | 12 |
| nand4b_1 | 3 | 3 |
| mux2i_1 | 17 | 17 |
| a211o_1 | 3 | 3 |
| nand2b_1 | 4 | 4 |
| buf_4 | 4 | 18 |
| a211oi_1 | 5 | 5 |
| a22o_1 | 3 | 3 |
| clkdlybuf4s50_1 | 0 | 21 |
| dfrtp_1 | 64 | 64 |
## timing repair
item | CTS | global route
endpoints found under the setup margin | 8 | 2
gates cloned | 1 | 0
resized | 7 | 2
buffers inserted | 3 | 0
pin swaps | 0 | 0
hold buffers | 0 | 0
## power by group through the flow
| stage | combinational, uW | sequential, uW | clock, uW |
|---|---|---|---|
| 5_1_grt | 543 | 1250 | 989 |
| 4_1_cts | 496 | 1220 | 939 |
| 6_report | 492 | 1220 | 922 |
## state kept, by name, summed over array words and instances, names as in the netlist
name,count
u_dff81.r,8
u_dff84.r,8
u_dff86.r,8
u_dff82.r,8
u_dff83.r,8
u_dff80.r,8
u_dff85.r,8
u_dff87.r,8
## critical path, cell delays in order
cell,delay (ns)
clkdlybuf4s15_2,0.22
bufbuf_16,0.28
or3_4,0.33
buf_4,0.17
o22a_1,0.21
clkdlybuf4s50_1,0.41
## worst paths after layout
kind / startpoint / end
setup / recovery: rsel[2] / q[6]
hold / removal: u_dff83.r[1] / u_dff83.r[1]
setup reg to reg: u_dff86.r[5] / u_dff86.r[5]
hold reg to reg: u_dff83.r[1] / u_dff83.r[1]
max in group asynchronous: clr / u_dff81.r[6]
min in group asynchronous: clr / u_dff82.r[1]
## layer usage
layer | vias up | GRT usage, %
li1 | 920 | -
met1 | 1010 | 33.93
met2 | 17 | 27.62
met3 | 7 | 2.247
met4 | 0 | 3.175
met5 | - | 0
Power and IR drop assume default switching activity.
