==> design/flow/design.v <==
module decoder_38 (
	input  wire [2:0] enable,
	input  wire [2:0] switch,
	output reg  [7:0] led
);
always @ (*) begin
	if (enable == 3'b100) begin
	    case (switch)
		    3'h0 : led = 8'hfe;
			3'h1 : led = 8'hfd;
			3'h2 : led = 8'hfb;
			3'h3 : led = 8'hf7;
			3'h4 : led = 8'hef;
			3'h5 : led = 8'hdf;
			3'h6 : led = 8'hbf;
			3'h7 : led = 8'h7f;
			default : led = 8'hff;
		endcase
	end
	else led = 8'hff;
end
endmodule
==> design/flow/run.sh <==
#!/bin/bash
# OpenROAD 26Q1-2900-gdf79404cd8, Yosys 0.63+post, stock flow scripts
make -C /OpenROAD-flow-scripts/flow DESIGN_CONFIG=/design/flow/config.mk WORK_HOME=/design/flow/orfs finish
==> design/flow/config.mk <==
export PLATFORM = sky130hd
export DESIGN_NAME = decoder_38
export DESIGN_NICKNAME = decoder_38
export VERILOG_FILES = /design/flow/design.v
export SDC_FILE = /design/flow/constraint.sdc
export NUM_CORES = 4
export LEC_CHECK = 1
export CORE_AREA = 10 10 70 70
export DIE_AREA = 0 0 80 80
==> design/flow/constraint.sdc <==
current_design decoder_38

set clk_period 1.9
set clk_io_pct 0.2

create_clock -name clk0 -period $clk_period

set non_clock_inputs [all_inputs -no_clocks]
set_input_delay [expr $clk_period * $clk_io_pct] -clock clk0 $non_clock_inputs
set_output_delay [expr $clk_period * $clk_io_pct] -clock clk0 [all_outputs]
==> Flow_metrics.wiki <==
=== Synthesis and place and route ===
{| class="wikitable"
! Metric !! Value
|-
| Status || complete, no violations
|-
| Worst Path Required || 1.52 ns
|-
| Most area-hungry cell type in the Yosys netlist || sky130_fd_sc_hd__nand2_1
|-
| Post-CTS Setup Bufs || 0
|-
| Crit path cell chain || dlygate4sd2_1 -> buf_6 -> and3b_1 -> nand2_1 -> clkdlybuf4s50_1
|-
| End point of the most critical hold path || led[0]
|-
| Number of buffer and inverter instances along the worst setup path || 3
|-
| Final Hold Viols || 0
|-
| Area share of the largest cell type after synthesis || 0.273
|-
| Power Density || about 96 nW/um^2
|-
| Maximum number of pins on one net before global-route repair || 6
|-
| Synth warnings || 1
|-
| Per-cell via count in the routed design || 2.18
|-
| Layout sequential cell count || 0
|-
| Total power || ~0.000029 W
|-
| Critical-path maximum fanout || 4
|-
| Number of buffers added to fix hold violations after cts || 0
|-
| Leakage power || 0.0975 nW
|-
| Total area of sequential cells || 0 um^2
|-
| Clock buf count || 0
|-
| Cell with the largest stage delay on the worst path || sky130_fd_sc_hd__clkdlybuf4s50_1
|-
| Post-route clock period utilization || 0.961
|-
| Initial standard-cell utilization of the core || 0.0242
|-
| Worst hold path cell count || 4
|-
| Via count || 161
|-
| Number of standard-cell rows in the floorplan || 21
|-
| End-of-flow core utilization || 0.0875
|-
| Layout fillers || 404
|-
| Kind of start point of the critical path || primary input
|-
| Family with the most delay on the worst path || buffers and inverters
|-
| DR DRC count || 0
|-
| Most common logic cells in the final layout || sky130_fd_sc_hd__clkdlybuf4s50_1, sky130_fd_sc_hd__nand2_1, sky130_fd_sc_hd__dlygate4sd2_1
|-
| Yosys Instances || 13
|-
| Global route total overflow || 0
|-
| Total Routing Usage GR || 0.0141
|-
| Average footprint of a synthesized cell || 6.35 um^2
|-
| Transition time at the pin with the least slew margin || between 0.2 and 0.25 ns
|-
| Number of antenna violations at the first check in global routing || 0
|-
| AO/OA Area Share || 0
|-
| Synthesized instance count || 13
|-
| Post-detailed-route wirelength per cell || roughly 6.6 um
|-
| Final period demand of the worst path || approximately 1.8 ns
|-
| Arithmetic-cell share of the synthesized area counting full adders, half adders and majority gates || 0
|-
| Highest attainable clock frequency || 0.548 GHz
|-
| Die outline width || approximately 80 um
|-
| CP Data Arrival Time || between 1 and 1.5 ns
|-
| Die footprint || 6400 um^2
|-
| Class of the tightest hold or removal check || primary input to output pin
|-
| Slew Limit Headroom || 0.857
|-
| OpenROAD warning count || 32
|-
| Leading cell type in the layout, fill and taps excluded || sky130_fd_sc_hd__clkdlybuf4s50_1
|-
| CP endpoint kind || output pin
|-
| Unrepaired setup endpoints after global routing || no
|-
| Biggest area contributors in the synthesized netlist || sky130_fd_sc_hd__nand2_1, sky130_fd_sc_hd__and3b_1, sky130_fd_sc_hd__nand4_1, sky130_fd_sc_hd__nor3b_2, sky130_fd_sc_hd__nor3_2
|-
| Yosys cell types || 6
|-
| Number of buffers added on ports || 14
|-
| Number of max-capacitance violations reported || 0
|-
| Final ANT Viol Nets || 0
|-
| Summed negative setup slack over all endpoints || 0 ns
|-
| Iteration tally of the first detailed-router pass || 1
|-
| Synth mux share || 0
|-
| Aggregate routed wire length || approximately 490 um
|-
| Antenna diode count || 0
|-
| Worst IR Drop VDD || ~0.0098 mV
|-
| Simple-Gate Fraction of Synth Area || 1.00
|-
| Syn-to-layout area delta || 262%
|-
| DIE HEIGHT || around 80 um
|-
| Xor-xnor portion of the synthesized cell area || 0
|-
| Final number of setup-violating endpoints || 0
|-
| Number of global-route vias before repair || between 100 and 150
|-
| Sequential area share after synthesis || 0
|-
| Crit. Startpoint || enable[2]
|-
| Fraction of layout cells with a size suffix above 1 || 0.179
|-
| Area inside the core boundary || roughly 3400 um^2
|-
| Summed instance area of the synthesized netlist || about 83 um^2
|-
| Highest cell delay on the worst timing path || roughly 0.46 ns
|-
| IO Pins || 14
|-
| Critical setup path kind || primary input to output pin
|-
| Post-synthesis chip area from yosys || around 83 um^2
|-
| Top comb family, area || simple AND/OR/NAND/NOR gates
|-
| Final Max-Slew Violation Tally || 0
|-
| First-pass GRT wire length || approximately 770 um
|-
| Routability cong. || roughly 0.7
|-
| Launch point of the worst hold path || enable[1]
|-
| Logic area || 100 um^2
|-
| Starting DRT DRC Count || 0
|}
==> synthesized netlist by cell type <==
cell,number
sky130_fd_sc_hd__and3b_1,2
sky130_fd_sc_hd__nand2_1,6
sky130_fd_sc_hd__nand4_1,2
sky130_fd_sc_hd__nor3_2,1
sky130_fd_sc_hd__nor3b_1,1
sky130_fd_sc_hd__nor3b_2,1
==> layer usage <==
metal / vias to the layer above / GRT usage / share of wire
li1: 80 / - / -
met1: 68 / 0.0198 / 0.48
met2: 13 / 0.0217 / 0.32
met3: 0 / 0.00455 / 0.20
met4: 0 / 0 / 0
met5: - / 0 / 0
==> tightest hold or removal path, stage by stage <==
cell                            delay [ns]
sky130_fd_sc_hd__clkbuf_2             0.14
sky130_fd_sc_hd__nor3_4               0.06
sky130_fd_sc_hd__nand2_1              0.07
sky130_fd_sc_hd__dlygate4sd2_1        0.21
==> kinds of logic (layout without fill, tap and decap cells) <==
group | Yosys count | count (layout)
and+or+nand+nor | 13 | 13
buffers and inverters | 0 | 15
==> area by class of cell <==
type | count | area share
Multi-Input combinational cell | 13 | 0.335
Tap cell | 46 | 0.192
Timing Repair Buffer | 15 | 0.473
==> stage by stage <==
stage                     cells  setup WS, ns  instance area (um^2)  hold WS [ns]
after CTS                    74        0.0326                   300          1.40
after floorplan              13         0.827                  82.6         0.786
after detailed placement     74        -0.194                   288          1.79
after global placement       74        -0.175                   288          1.80
after global routing         74        0.0127                   299          1.29
final                        74        0.0744                   299          1.23
==> power by group <==
group | switching (W) | internal (W)
Combinational | 0.0000125 | 0.0000162
Clock | 0 | 0
Sequential | 0 | 0
==> how the worst max path moves through the flow <==
stage,to,slack [ns],depth (start not counted)
after CTS,led[7],0.03,4
after global routing,led[6],0.01,5
final,led[4],0.07,5
==> timing repair <==
item,CTS,global route
resized,11,4
pin swaps,3,2
setup endpoints to repair,8,1
cloned,0,0
hold endpoints to repair,0,0
Power figures rest on the tool's default switching activity, not on a simulated workload.
